--- flow/config.mk ---
export PLATFORM = sky130hd
export DESIGN_NAME = adder
export DESIGN_NICKNAME = adder
export VERILOG_FILES = /design/flow/design.v
export SDC_FILE = /design/flow/constraint.sdc
export NUM_CORES = 4
export LEC_CHECK = 1
export CORE_AREA = 10 10 85 85
export DIE_AREA = 0 0 95 95
--- flow/run.sh ---
#!/bin/bash
# OpenROAD 26Q1-2900-gdf79404cd8, Yosys 0.63+post, stock flow scripts
make -C /OpenROAD-flow-scripts/flow DESIGN_CONFIG=/design/flow/config.mk WORK_HOME=/design/flow/orfs finish
--- flow/constraint.sdc ---
current_design adder

set clk_period 18.1
set clk_io_pct 0.2

create_clock -name clk0 -period $clk_period

set non_clock_inputs [all_inputs -no_clocks]
set_input_delay [expr $clk_period * $clk_io_pct] -clock clk0 $non_clock_inputs
set_output_delay [expr $clk_period * $clk_io_pct] -clock clk0 [all_outputs]
--- flow/design.v ---
module adder(in1,in2,out);	
	input [31:0] in1 , in2 ; 
	output reg  [31:0] out;  
	assign out = in1 + in2; 
endmodule 	 
module adder_tb();	
	reg [31:0] in1 , in2  ; 
	wire  [31:0] out;		  
	adder a(in1,in2,out);
	initial begin
		in1 = 4;
		in2=4;	 
		$display("Time=%0t, input_data=%b, output_data=%b", $time, in1, out);
	end
endmodule 
==> qor.csv <==
metric,value,unit
cp_num_buf_inv,2,
path_cells,"clkdlybuf4s50_1, ha_1, fa_1, a21o_1, a31o_2, nand3_1, o221ai_1, a311oi_1, o21bai_1, xor2_1, clkdlybuf4s50_1",
logic_area,1678,um2
wirelength,5763,um
layout-drive-gt1-share,0.03067,
hold_buffers,0,
max-cap-violations,0,
drc_errors,0,
crit_family,AND-OR/OR-AND gates,
ys_area,1744,um2
num-clock-buffers,0,
hold_violations,0,
synth_warnings,1,
grt_max_degree,11,
netlist_area,1744,um2
worstPathMaxFanout,4,
ctsResizeCount,0,
status,"complete, no violations",
routed-via-count,2058,
globalplace.congestion,0.9243,
fp.dieH,95,um
max-vdd-ir-drop,0.01608,mV
fillers,564,
firstDrtPassIters,4,
initial_core_util,0.3187,
leakage,1.176,nW
power_per_cell_area,38.56,nW/um2
die-area,9025,um2
yosys_cells,241,
wl_per_cell,14.48,um
die_w,95,um
regArea,0,um2
fp-row-count,27,
max_freq,98.40,MHz
area_leaders,"ha_1 (22%), a21oi_1 (8.3%), a21o_1 (8.2%)",
area_growth,57.75,%
hpwl,5130,um
post-synth-top-area-cell,ha_1,
grt_pass1_vias,1992,
netlist.area_leader.share,0.2224,
crit_slowest_cell,clkdlybuf4s50_1,
gr-total-overflow,0,
cts_setup_buffers,0,
netlist_top_cells_count,"ha_1 (31), a21oi_1 (29), a21o_1 (19)",
synth.distinct_cells,50,
syn_inst,241,
ant_nets,0,
drt_iter0_markers,42,
crit_type,primary input to output pin,
worstMarginPinSlew,559.7,ps
min_path_type,primary input to output pin,
timing.final.crit_share,0.5615,
port_buffers,96,
start_kind,primary input,
grt.total_usage,0.1240,
min_period,10160,ps
grt_pass1_wl,9453,um
final-max-slew-violation-count,0,
tool_warnings,32,
final.setup.tns,0,ps
setup_violations,0,
rsz0062_at_grt,no,
vias_per_cell,5.171,
core,5473,um2
synth_seq_share,0,
fin_util,0.5027,
cp.arrival,6540,ps
syn_area_per_cell,7.237,um2
most_common_cell,ha_1,
setup.worst_path.end_class,output pin,
nFlopsAndLatches,0,
cpPeakStageDelay,500,ps
diodes,0,
antenna_found_initial,0,
io_pins,96,
slew_headroom,0.6172,
required,14480,ps
crit_top_cell,clkdlybuf4s50_1,
## placed cells by master (no fill, tap or decap), types with 3 or more instances in the layout
| master | count |
|---|---|
| nand3_1 | 10 |
| o21ai_0 | 13 |
| o211ai_1 | 3 |
| ha_1 | 31 |
| a21oi_1 | 29 |
| o21bai_1 | 4 |
| nand4_1 | 8 |
| xor2_1 | 15 |
| a211oi_1 | 3 |
| a21o_1 | 19 |
| xnor2_1 | 13 |
| or2_2 | 3 |
| inv_1 | 6 |
| a31oi_1 | 3 |
| clkdlybuf4s50_1 | 96 |
| nor2_1 | 12 |
| nor3_1 | 4 |
| nand2_1 | 18 |
## stage by stage
| step | hold WS (ps) | cells | cell area [um2] | power [mW] | setup WS [ps] |
|---|---|---|---|---|---|
| after floorplan | 7312 | 241 | 1744 | 0.05132 | 9035 |
| after global placement | 8284 | 398 | 2751 | 0.1078 | 7952 |
| after detailed placement | 8286 | 398 | 2751 | 0.1074 | 7930 |
| after CTS | 8280 | 398 | 2751 | 0.1082 | 7920 |
| after global routing | 8313 | 398 | 2751 | 0.1186 | 7685 |
| final | 8269 | 398 | 2751 | 0.1061 | 7937 |
## report_power, final
group          internal [mW]  switching [mW]
sequential                 0               0
combinational         0.0642          0.0419
clock                      0               0
total                 0.0642          0.0419
## area by class of cell
type               count  area share
multi-input cells    224      0.6098
repair buffers        96      0.3492
well taps             72     0.03274
inverters              6    0.008186
## cell families after synthesis
kind of cell / after synthesis / synth area share
AOI/OAI and AO/OA: 97 / 0.3931
and+or+nand+nor: 65 / 0.1829
adders and majority gates: 32 / 0.2339
xor gates and xnor gates: 28 / 0.1406
buffers and inverters: 17 / 0.03802
muxes: 2 / 0.01148
## per-layer routing
layer | wire [um] | vias up | track usage
li1 | - | 1096 | -
met1 | 2707 | 899 | 0.1682
met2 | 2527 | 63 | 0.2094
met3 | 528 | 0 | 0.02724
met4 | 0 | 0 | 0
met5 | 0 | - | 0
## final timing paths
path       to    from  cells past startpoint  slack [ps]
min    out[0]  in2[0]                      3        8270
max   out[26]  in1[0]                     11        7940
Power is estimated from default activity; no workload was simulated.

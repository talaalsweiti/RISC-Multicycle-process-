### /design/flow/design.v
module mux_3x1(
		output [31:0] out,
		input [1:0] select,
		input [31:0] in0,
		input [31:0] in1,
		input [31:0] in2
	);
parameter DATA_WIDTH = 32;
genvar i;
generate
	for(i = 0; i < DATA_WIDTH; i = i + 1)
		begin: mux
		nbit_mux #(.SELECT_WIDTH(2)) mux ({1'b0, in2[i], in1[i], in0[i]}, out[i], select);
		end
endgenerate
endmodule
module mux_3x1_tb(); 
	reg [31:0] data_0;
 	reg [31:0] data_1;
  	reg [31:0] data_2;
  	reg [1:0] selection;
  	wire [31:0] mux_out; 
	mux_3x1 m(mux_out,selection,data_0 ,data_1, data_2);  
	initial
		begin
			data_0=32'b11;data_1=32'b01;data_2=32'b00;   
			selection =0; 		 
	end
endmodule
module nbit_mux(MuxIn,    
                MuxOut,   
					 MuxSel);  
parameter SELECT_WIDTH = 3;
input  [2 ** SELECT_WIDTH-1:0] MuxIn;
input  [SELECT_WIDTH-1:0] MuxSel;
output MuxOut;
assign MuxOut = MuxIn[MuxSel];
endmodule
### /design/flow/run.sh
#!/bin/bash
# OpenROAD 26Q1-2900-gdf79404cd8, Yosys 0.63+post, stock flow scripts
make -C /OpenROAD-flow-scripts/flow DESIGN_CONFIG=/design/flow/config.mk WORK_HOME=/design/flow/orfs finish
### /design/flow/config.mk
export PLATFORM = sky130hd
export DESIGN_NAME = mux_3x1
export DESIGN_NICKNAME = mux_3x1
export VERILOG_FILES = /design/flow/design.v
export SDC_FILE = /design/flow/constraint.sdc
export NUM_CORES = 4
export LEC_CHECK = 1
export CORE_AREA = 10 10 88 88
export DIE_AREA = 0 0 98 98
### /design/flow/constraint.sdc
current_design mux_3x1

set clk_period 2.6
set clk_io_pct 0.2

create_clock -name clk0 -period $clk_period

set non_clock_inputs [all_inputs -no_clocks]
set_input_delay [expr $clk_period * $clk_io_pct] -clock clk0 $non_clock_inputs
set_output_delay [expr $clk_period * $clk_io_pct] -clock clk0 [all_outputs]
==> impl_metrics.ini <==
; yosys + openroad results
[status]
status = finished clean

[placed_design]
place_congestion = 0.793
dp_hpwl_um = 3910
dp_slack_ps = 75.4
io_buffers = 130

[route]
drtPass1Iterations = 2
wire_per_inst_um = 16.0
dr_total_vias = 1120
drcViolationCount = 0
drtIter0Drc = 13
antenna-diode-count = 0
viasPerCell = 4.06
ant_nets = 0
wl_um = 4430

[synth]
synth_cells = 109
ys_area_mm2 = 0.00103
postSynthAreaPerCell_um2 = 9.42
synthesis.area_mm2 = 0.00103
yosysWarnings = 0
synth.distinct_cells = 8
ys_seq_share_pct = 0
yosys_cells = 109

[critical_path]
end_kind = output port
cp_data_arrival_time_ps = 1990
crit_fanout = 16
critPathLaunchType = primary input
crit_type = in2out
required_ps = 2080

[timing]
relSlewSlack_pct = 71.6
min_period_ps = 2510
tightest_slew_ps = 425
finalWorstSetupSlack_ps = 86.3
hold_viol = 0
tns_ps = 0
clock.fmax_mhz = 398
drv_slew = 0
period_used_pct = 96.7
setup_viol = 0
rsz0062_at_grt = no

[power]
powerDensity_mw_per_mm2 = 156
p_leak_nw = 0.836
vdd_drop_max_mv = 0.0571

[global_routing]
grt_max_degree = 33
groute.usage.overall_pct = 8.36
grt_overflow_total = 0
grt_pass1_vias = 1195
grt_antenna_before_repair = 0
grt_pass1_wl_um = 6740

[layout]
clock_buffers = 0
drive_gt1_share_pct = 8.96
lay_top_cells = 127 x clkdlybuf4s50_1, 32 x mux2i_1, 22 x o2bb2ai_1
regArea_um2 = 0
seq_cell_count = 0
combGateArea_um2 = 677
fillerInstances = 610
area_delta_synth_final_pct = 110
lay_top_count = clkdlybuf4s50_1

[floorplanning]
die_y_um = 98
initCoreUtil_pct = 17.3
rows = 28
die_area_mm2 = 0.00960
io_pins = 130
core_area_mm2 = 0.00592
die_w_um = 98

[clock_network]
post_cts_buffers = 0

[hold_path]
hold_class = in2out

[run]
cap_violations = 0
tool_warnings = 32
[Yosys cell counts, drive strengths merged]
master   instances  area share [%]
nor2b            1             1.3
o2bb2ai         32              33
mux2i           32              31
clkbuf           2            0.73
buf             42              33
[kinds of logic (layout without fill, tap and decap cells)]
logic type             Yosys count  count (layout)  share of synthesized area (%)
and+or+nand+nor                  1               1                           1.34
AOI/OAI and AO/OA               32              32                           33.4
buffers and inverters           44             136                           34.1
muxes                           32              32                           31.2
[cell type report]
cell class | count | area share [%]
multi-input combinational | 65 | 31.4
tap | 75 | 4.36
timing repair buffer | 136 | 64.2
[stage by stage]
stage	std cells	power, mW	instance area (um^2)	hold WS [ps]	util, %
after global routing	276	0.364	2150	1720	36.4
after CTS	276	0.344	2150	1960	36.3
after global placement	276	0.342	2150	1960	36.3
final	276	0.336	2150	1680	36.4
after detailed placement	276	0.343	2150	1960	36.3
after floorplan	109	0.153	1030	1200	-
[routing by layer]
metal / share of wire, % / vias up / global-route usage [%]
li1: - / 566 / -
met1: 44 / 477 / 10.5
met2: 45 / 77 / 13.9
met3: 11 / 0 / 3.49
met4: 0 / 0 / 0
met5: 0 / - / 0
[worst max-delay path, stage by stage]
cell             delay, ps
clkdlybuf4s50_1        470
nor2b_4                200
buf_12                 180
o2bb2ai_1              130
clkdlybuf4s50_1        490
[path summary, 6_finish.rpt]
path                      end      start  slack (ps)  depth (start not counted)
worst max-delay path  out[22]  select[0]          90                          5
worst min-delay path  out[19]    in1[19]        1680                          3
[power by group]
| group | total (mW) | leakage (nW) | switching [mW] | internal [mW] |
|---|---|---|---|---|
| Sequential | 0 | 0 | 0 | 0 |
| Clock | 0 | 0 | 0 | 0 |
| Combinational | 0.336 | 0.836 | 0.0851 | 0.251 |
[what timing repair did]
| action | in CTS | in global routing |
|---|---|---|
| endpoints found under the setup margin | 0 | 2 |
| hold buffers | 0 | 0 |
| resized | 0 | 2 |
Power is estimated from default activity; no workload was simulated.
